## /design/flow/run.sh

```bash
#!/bin/bash
# OpenROAD 26Q1-2900-gdf79404cd8, Yosys 0.63+post, stock flow scripts
make -C /OpenROAD-flow-scripts/flow DESIGN_CONFIG=/design/flow/config.mk WORK_HOME=/design/flow/orfs finish
```

## /design/flow/config.mk

```make
export PLATFORM = sky130hd
export DESIGN_NAME = UartR
export DESIGN_NICKNAME = UartR
export VERILOG_FILES = /design/flow/design.v
export SDC_FILE = /design/flow/constraint.sdc
export NUM_CORES = 4
export LEC_CHECK = 1
export CORE_UTILIZATION = 40
```

## /design/flow/constraint.sdc

```tcl
current_design UartR

set clk_period 3.2
set clk_io_pct 0.2

create_clock -name clk0 -period $clk_period [get_ports {clk}]

set non_clock_inputs [all_inputs -no_clocks]
set_input_delay [expr $clk_period * $clk_io_pct] -clock clk0 $non_clock_inputs
set_output_delay [expr $clk_period * $clk_io_pct] -clock clk0 [all_outputs]
```

## /design/flow/design.v

```verilog
module UartR (
    input clk,
    input rst,
    input Rx_i,
    output reg [7:0] dout_o,
    output reg error_o
);
localparam bps600   = 17'd8_3333;
localparam bps1200  = 17'd4_1667;
localparam bps2400  = 17'd2_0833;
localparam bps4800  = 17'd1_0417;
localparam bps9600  = 17'd5208;
localparam bps19200 = 17'd2604;
localparam bps38400 = 17'd1302;
reg [16:0] bps_mode;
reg [16:0] bps_cnt;  
reg [14:0] start_cnt; 
reg [14:0] real_data_cnt; 
reg real_data;
reg n_cnt_flag;
reg [3:0] n_cnt;
reg [3:0] bps_sel;
reg check_sel;
reg [7:0] dout_o_reg;
reg Rx_i_d1,Rx_i_d2,Rx_i_d3;  
wire dec_Rx_i; 
wire start;
wire e_check;
wire o_check;
wire check;
reg [2:0] state;
localparam idle       = 3'b001;
localparam start_search = 3'b010;
localparam transmit    = 3'b100;
initial begin
  bps_sel = 'd4;
  check_sel = 1'b0;
end
always@(*)begin
  case(bps_sel)
    0: bps_mode = bps600;   
    1: bps_mode = bps1200;  
    2: bps_mode = bps2400; 
    3: bps_mode = bps4800;  
    4: bps_mode = bps9600;  
    5: bps_mode = bps19200; 
    6: bps_mode = bps38400; 
    default : bps_mode = bps600; 
  endcase
end  
always@(posedge clk)
  if(rst)
    bps_cnt <= 'd0;
  else if(bps_cnt == bps_mode-1) 
    bps_cnt <= 'd0;
  else if(state == start_search || state == transmit)	 
    bps_cnt <= bps_cnt + 1'b1;
  else
    bps_cnt <= 'd0;  
always@(posedge clk) 
  if(rst)
    state <= idle;
  else begin
    case(state)      
	 idle : begin
      if(dec_Rx_i) 
     	  state <= start_search;
      else
        state <= idle; end
    start_search : begin
      if(start) 
     	  state <= transmit;
      else if(~start && bps_cnt == {1'b0, bps_mode[16:1]}) 
          state <= idle;		
      else 
	  state <= start_search; end
	 transmit : begin
      if(n_cnt == 'd10 && Rx_i_d2 == 1'b1 && bps_cnt == bps_mode-1) 
     	  state <= idle;
      else
        state <= transmit;end
	 default : state <= idle;
    endcase
  end	
always@(posedge clk) 
  if(rst)begin
    Rx_i_d1 <= 1'b0;
	 Rx_i_d2 <= 1'b0;
	 Rx_i_d3 <= 1'b0;end
  else begin
    Rx_i_d1 <= Rx_i;  
    Rx_i_d2 <= Rx_i_d1;
    Rx_i_d3 <= Rx_i_d2;end
assign dec_Rx_i = Rx_i_d3 && ~Rx_i_d2; 
assign start = (state == start_search)&&(start_cnt == bps_mode[16:2]); 
always@(posedge clk)
  if(rst)
    start_cnt <= 'd0;
  else if(state == start_search)
    start_cnt <= start_cnt + {14'd0, {1{!Rx_i_d2}}};
  else 
    start_cnt <= 'd0;  
always@(posedge clk)
  if(rst)
    real_data_cnt <= 'd0;
  else if(bps_cnt == bps_mode-1)
    real_data_cnt <= 'd0;
  else if(state == transmit)
    real_data_cnt <= real_data_cnt + {14'd0, {1{Rx_i_d2}}}; 
  else 	
    real_data_cnt <= 'd0;
always@(posedge clk)
  if(rst)
    real_data <= 'd0;
  else if(~n_cnt_flag)
    real_data <= 'd0;  
  else if(bps_cnt == {1'b0, bps_mode[16:1]})begin
    if(real_data_cnt > bps_mode[16:2])
      real_data <= 1'b1;
    else
      real_data <= 1'b0;end	 
always@(posedge clk)
  if(rst)
    n_cnt_flag <= 1'b0;
  else if(n_cnt == 'd11)
    n_cnt_flag <= 1'b0; 
  else if(state != idle)
    n_cnt_flag <= 1'b1;  
always@(posedge clk)	
  if(rst)
    n_cnt <= 'd0;
  else if(n_cnt_flag) begin
    if(bps_cnt == bps_mode-1)
      n_cnt <= n_cnt + 1'b1;
	 else
	   n_cnt <= n_cnt; end 
  else
    n_cnt <= 'd0;
always@(posedge clk)
  if(rst)
    dout_o_reg <= 'd0;
  else if(~n_cnt_flag)	
    dout_o_reg <= 'd0;
  else if(bps_cnt == bps_mode[16:1] + 1)begin
    case(n_cnt)
      1:dout_o_reg[0] <= real_data;
      2:dout_o_reg[1] <= real_data;
      3:dout_o_reg[2] <= real_data;
      4:dout_o_reg[3] <= real_data;
      5:dout_o_reg[4] <= real_data;
      6:dout_o_reg[5] <= real_data;
      7:dout_o_reg[6] <= real_data;	  
      8:dout_o_reg[7] <= real_data;
    default  dout_o_reg <= dout_o_reg; 
    endcase
  end	 
always@(posedge clk)
  if(rst)
    dout_o <= 'd0;            
  else if(n_cnt == 'd10 && bps_cnt == bps_mode-1)
    dout_o <= dout_o_reg; 
always@(posedge clk)
  if(rst)
    error_o <= 1'b0;  
  else if(~n_cnt_flag)
    error_o <= 1'b0;  
  else if(n_cnt == 'd9 && bps_cnt == bps_mode[16:1] + 1)begin
    if(check != real_data)
      error_o <= 1'b1; end
assign e_check = ^dout_o_reg;  
assign o_check = ~e_check;  
assign check =(check_sel)? o_check : e_check; 
endmodule
```

==> CHANGELOG.md <==
### Metrics

* Synth Seq Share at 44.4%
* Core area at just over 8000 um^2
* Worst r2r dst: bps_cnt[8]
* Status: complete, no violations
* Mean Syn Cell Area at about 9 um^2
* PortBufs at 11
* Share of cells above drive strength 1 at 6.31%
* Int Power at ~0.0013 W
* R2R setup slack at a little over 0.8 ns
* Die Width at 94.5 um
* Slew Viols, Final at 0
* Synth top area share at between 40% and 50%
* Yosys warns at 1
* Top cells by area: dfxtp_1 (44%), nor2_1 (7.9%), xnor2_1 (7.2%)
* Gpl congestion at around 0.8
* CTS tree: yes
* Clk pwr share at roughly two fifths
* R2R depth at 5
* TritonCTS buffer count at 9
* ANT nets after route at 0
* Clock latency (worst-skew pair) at around 0.34 ns
* EDFF count, synth at 0
* Pleak at roughly 1.2 nW
* Unrepaired setup endpoints after global routing: false
* Maximum clock rate at between 400 and 500 MHz
* HPWL after DPL at a little over 4000 um
* Clk sinks at around 76
* Final hold violations at 0
* Die area at around 8900 um^2
* Asr flop ratio synth at 0%
* Cts hold-fix bufs at 0
* Hold Worst Slack at 0.434 ns
* DRC errors left at 0
* Arr. time, crit path at 2.60 ns
* Root Buffer: clkbuf_8
* Largest net degree at the start of global routing at 18
* Post-synth top area cell: dfxtp_1
* Mapped Area at between 3000 and 4000 um^2
* Reg power frac at just under 60%
* Setup TNS at 0 ns
* Crit path to: bps_cnt[8]
* Area Growth Syn to Fin at 9.97%
* Critical path peak fanout at 17
* Main synth FF type: dfxtp_1
* FP Util at between 40% and 50%
* Chip Height at 94.5 um
* Total gr overflow at 0
* CTS H-tree lvls at 3
* Maximum root-to-sink buffer count at 2
* Post-Route WL at about 6000 um
* Clock skew at 0.00413 ns
* Synth Register Bits at 76
* Clock-pin slew of the registers on the worst-case setup and hold paths at roughly 0.07 ns
* Antenna violations before repair at 0
* Layout fillers at between 800 and 900
* Total GRT Usage at ~15%
* Via count at about 2400
* Largest register FFs at 17
* Yosys stat cell total at 379
* Worst r2r src: bps_cnt[13]
* Switch Pwr at about 0.00034 W
* Count of tool warnings at 30
* Final Critical Period at approximately 2.4 ns
* Element type at the critical path start: register
* Routed WL per cell at about 12 um
* Yosys chip area at roughly 3400 um^2
* Post-synthesis instance total at 379
* Worst EP required at between 3 and 4 ns
* Diodes inserted at 0
* Row cnt at 33
* Synth cell types at 42
* Via/cell ratio at between 4 and 5
* Pwr per Cell Area at 428 nW/um^2
* Max-cap violations at 0
* Max_slew headroom at between 50% and 60%
* Ports at 12
* Comb power frac at 1.1%
* DR iter-0 viols at ~54
* Global-route wire length before repair at 10200 um
* Worst vdd ir at 0.165 mV
* Final setup viols at 0
* Sw frac at 21.0%
* Setup crit start: bps_cnt[13]
* Worst slew pin tran at just over 0.6 ns
* Post-cts gate resize count at 0
* Kind of end point of the critical path: register
* Total power at 0.00161 W
* Drt pass-1 iters at 4
* Post-CTS setup buffers at 0
* Worst Path Class, Setup: reg2reg
* Cycle use final at between 70% and 80%
* Vias in the first global route at 2232
* Min-delay worst type: reg2reg
==> critical path, cell delays in order, from the launching register on <==
cell     delay, ns
dfxtp_1       0.34
or4_4         0.57
or4_4         0.55
nor2_4        0.16
or3_1         0.52
nor2_1        0.11
==> Yosys cell counts, types with 2 or more instances <==
master and number:
nand2b_1 2, a31oi_1 2, nor4_1 3, o21ai_0 9, nand2_1 20, nor3_1 7, inv_1 14, mux2i_1 12
clkbuf_1 3, ha_1 11, or3_1 4, a21oi_1 3, dfxtp_1 76, buf_6 5, nor2b_1 5, nand3_1 27
xnor2_1 28, xor2_1 23, nor4b_1 3, and2_1 4, nor2_1 72, or4b_2 2, and3_1 9, or4_4 2
nand4_1 16
==> per-stage QoR <==
stage	util, %	std cells	setup slack (ns)	instance area, um^2
2_1_floorplan	-	379	1.10	3420
3_3_place_gp	43.6	486	0.851	3600
3_5_place_dp	43.6	486	0.830	3600
4_1_cts	45.6	501	0.790	3770
5_1_grt	45.6	501	0.712	3770
6_report	45.6	501	0.810	3770
==> power groups by stage <==
stage / registers [W] / clock network, W / logic [W]
CTS: 0.000951 / 0.000666 / 0.0000187
global route: 0.000951 / 0.000707 / 0.0000209
finish: 0.000951 / 0.000644 / 0.0000183
==> cell families after synthesis <==
family | Yosys count | share of synthesized area, %
and+or+nand+nor | 186 | 27.9
DFF | 76 | 44.4
xor gates and xnor gates | 51 | 13.0
buffers and inverters | 25 | 3.98
AOI/OAI and AO/OA | 18 | 3.11
muxes | 12 | 3.51
adders and majority gates | 11 | 4.02
==> area by class of cell <==
class | instances | area (um^2) | share of cell area (%)
multi-input combinational | 278 | 1770 | 46.9
inverter | 14 | 52.6 | 1.40
clock inverter | 2 | 10.0 | 0.266
sequential | 76 | 1520 | 40.4
clock buffer | 13 | 159 | 4.22
timing repair buffer | 13 | 125 | 3.32
tap | 105 | 131 | 3.49
==> cell usage in the layout (no fill, tap or decap), drive strengths merged, types with 3 or more instances in the layout <==
master and count:
dfxtp 76, nor2 73, xnor2 28, nand3 27
xor2 23, nand2 20, nand4 16, inv 14
clkbuf 13, mux2i 12, ha 11, clkdlybuf4s50 11
and3 10, o21ai 9, nor3 8, nor2b 5
and2 4, or3 4, nor4 4, nor4b 3
a21oi 3, or4b 3
==> metal layers <==
metal | vias up | global-route usage (%) | wire (um)
met4 | 0 | 2.40 | 111
met5 | - | 0 | 0
met2 | 28 | 21.2 | 2440
li1 | 1307 | - | -
met3 | 11 | 2.86 | 164
met1 | 1102 | 23.2 | 3210
==> how the worst min path moves through the flow <==
stage / from / to / slack (ns) / depth (start not counted)
after CTS: Rx_i_d1 / Rx_i_d2 / 0.44 / 1
after global routing: Rx_i_d1 / Rx_i_d2 / 0.46 / 1
final: Rx_i_d1 / Rx_i_d2 / 0.43 / 1
Power figures rest on the tool's default switching activity, not on a simulated workload.
