<file path="design/flow/config.mk">
export PLATFORM = sky130hd
export DESIGN_NAME = BaudTickGen
export DESIGN_NICKNAME = BaudTickGen
export VERILOG_FILES = /design/flow/design.v
export SDC_FILE = /design/flow/constraint.sdc
export NUM_CORES = 4
export LEC_CHECK = 1
export CORE_AREA = 10 10 79 79
export DIE_AREA = 0 0 89 89
</file>
<file path="design/flow/constraint.sdc">
current_design BaudTickGen

set clk_period 3.1
set clk_io_pct 0.2

create_clock -name clk0 -period $clk_period [get_ports {clk}]

set non_clock_inputs [all_inputs -no_clocks]
set_input_delay [expr $clk_period * $clk_io_pct] -clock clk0 $non_clock_inputs
set_output_delay [expr $clk_period * $clk_io_pct] -clock clk0 [all_outputs]
</file>
<file path="design/flow/design.v">
module BaudTickGen(
	input  wire clk, enable,
	output wire tick   
);
parameter ClkFrequency = 50000000;
parameter Baud = 9600;
parameter Oversampling = 1;
function integer log2(input integer v); begin log2=0; while(v>>log2) log2=log2+1; end endfunction
localparam AccWidth = log2(ClkFrequency/Baud)+8;   
reg [AccWidth:0] Acc = 0;
localparam ShiftLimiter = log2(Baud*Oversampling >> (31-AccWidth));   
localparam Inc = ((Baud*Oversampling << (AccWidth-ShiftLimiter))+(ClkFrequency>>(ShiftLimiter+1)))/(ClkFrequency>>ShiftLimiter);
always @(posedge clk) if(enable) Acc <= Acc[AccWidth-1:0] + Inc[AccWidth:0]; else Acc <= Inc[AccWidth:0];
assign tick = Acc[AccWidth];
endmodule
</file>
<file path="design/flow/run.sh">
#!/bin/bash
# OpenROAD 26Q1-2900-gdf79404cd8, Yosys 0.63+post, stock flow scripts
make -C /OpenROAD-flow-scripts/flow DESIGN_CONFIG=/design/flow/config.mk WORK_HOME=/design/flow/orfs finish
</file>
==> job_summary.md <==
### Yosys + OpenROAD results

| Metric | Value |
|---|---|
| Share of layout cells above drive strength 1 | roughly 10% |
| Final Slew Violations | 0 |
| Maximum clock frequency | 0.551 GHz |
| Synthesized instance count | approximately 110 |
| Critical Path RT | 3.29 ns |
| Mapped Area | 996 um^2 |
| Die x size | 89 um |
| Lkg Pwr | about 0.41 nW |
| Maximum clock path buffer count | 2 |
| CTS tree | yes |
| Hold Crit Class | reg2reg |
| Net Sw Power | 158 uW |
| Comb pwr share | 10.8% |
| Hold_sp | Acc[0] |
| Syn Area/Cell | just over 9 um^2 |
| Top reg by flops | Acc |
| Largest regs | Acc x22 |
| RR Startpoint | Acc[0] |
| CTS hold repair buffers | 0 |
| Tally of OpenROAD warnings | 25 |
| First-pass GRT wire length | 3120 um |
| Final Cell Area | around 1100 um^2 |
| Sw Ratio | 26.1% |
| Least-Margin Pin Slew | 0.432 ns |
| Post-DP HPWL | 1240 um |
| Slew headroom | just over 70% |
| Worst R2R Setup Slack | 1.28 ns |
| DR vias/cell | 4.64 |
| Fp util | a little over a fifth |
| Count of cells resized by post-cts repair | 0 |
| Chip Footprint | 7920 um^2 |
| Fin crit period | roughly 1.8 ns |
| Setup crit start kind | flop |
| Count of final setup violators | 0 |
| Skew-Pair Late Insertion Delay | between 0.2 and 0.3 ns |
| Post-route antenna net violation count | 0 |
| Overall Power | 607 uW |
| Area delta synth->final | 13.6% |
| Port Buffers | 2 |
| Clock transition at the registers of the reported paths | 0.08 ns |
| # Cells Yosys | 108 |
| Cycle use final | between 50% and 60% |
| CTS sink count | 22 |
| Worst Hold Path Cells | 1 |
| Initial DRC count | 20 |
| Io pins | 3 |
| Setup repair bufs after CTS | 0 |
| Worst R2R End | Acc[14] |
| Most numerous logic cell after layout | dfxtp_1 |
| H-tree depth | 1 |
| Cell row count | 25 |
| Die Height | 89 um |
| Max reg flops | 22 |
| Synth Seq Share | approximately 44% |
| Total of max-cap violations | 0 |
| Drt total wl | 1810 um |
| Placed instance area | about 1100 um^2 |
| Power Density | between 500 and 600 nW/um^2 |
| Final hold violations | 0 |
| Antenna Cells | 0 |
| Initial antenna violation count | 0 |
| Most frequent cells in the layout | dfxtp_1 (22), nand2_1 (11), a21oi_1 (10) |
| Root buf cell | clkbuf_8 |
| DRC errors left | 0 |
| GPL Wtd Cong | 0.748 |
| Core footprint | 4660 um^2 |
| Vias after detailed routing | approximately 770 |
| Tot GR Track Use | 4.71% |
| Critical Setup Path Class | reg2reg |
| CTS Buf Count | 3 |
| Synth warn | 1 |
| Synthesized flop and latch total | 22 |
| WL/cell | 10.9 um |
| Largest net degree at the start of global routing | 15 |
| Crit. End Element | flop |
| Yosys synthesis chip area | 996 um^2 |
| Clock power share | 34.0% |
| Seq pwr share | between 50% and 60% |
| Status | completed |
| GRT overflow | 0 |
| Yosys cell types | 33 |
| Arrival @ worst endpoint | about 2.0 ns |
| RSZ-0062 raised after global routing | no |
| Depth of the most critical reg-to-reg path | 6 |
| Cell internal pwr | ~450 uW |
| Hold endpoint | Acc[0] |
| Crit-path max FO | 10 |
| Clk_skew | 0.00293 ns |
| Drt pass-1 iters | 4 |
| Worst VDD drop | 0.000168 V |
| Setup_tns | 0 ns |
| Number of global-route vias before repair | 678 |
## power by group through the flow
stage | sequential (mW) | clock [mW] | combinational [mW]
4_1_cts | 0.335 | 0.211 | 0.0661
5_1_grt | 0.340 | 0.223 | 0.0757
6_report | 0.335 | 0.206 | 0.0658
## through the flow
| stage | util, % | instances | hold slack [ns] | setup slack [ns] |
|---|---|---|---|---|
| 3_3_place_gp | 23.1 | 162 | 0.403 | 1.26 |
| 2_1_floorplan | - | 108 | 0.380 | 1.45 |
| 4_1_cts | 24.3 | 166 | 0.427 | 1.28 |
| 6_report | 24.3 | 166 | 0.423 | 1.28 |
| 3_5_place_dp | 23.1 | 162 | 0.406 | 1.19 |
| 5_1_grt | 24.3 | 166 | 0.449 | 1.17 |
## Yosys cell counts, drive strengths merged
| library cell | number | area, um^2 |
|---|---|---|
| and3 | 1 | 6.26 |
| a21oi | 10 | 50.1 |
| o21ai | 4 | 20.0 |
| ha | 1 | 12.5 |
| nand2b | 1 | 6.26 |
| nand3 | 4 | 20.0 |
| nor2 | 8 | 32.5 |
| clkbuf | 2 | 7.51 |
| nor4 | 1 | 6.26 |
| nor3 | 2 | 10.0 |
| and3b | 1 | 10.0 |
| a211o | 1 | 10.0 |
| o211a | 3 | 30.0 |
| nand4 | 1 | 21.3 |
| or4 | 7 | 52.6 |
| a21o | 1 | 7.51 |
| o211ai | 2 | 28.8 |
| xor2 | 6 | 52.6 |
| nand3b | 1 | 7.51 |
| dfxtp | 22 | 440 |
| or3 | 2 | 17.5 |
| mux2i | 1 | 10.0 |
| inv | 5 | 18.8 |
| nand2 | 11 | 41.3 |
| or2 | 1 | 6.26 |
| o31ai | 7 | 52.6 |
| and4 | 1 | 8.76 |
| xnor2 | 1 | 8.76 |
## cell families (layout without fill, tap and decap cells)
kind of cell	Yosys count	in the layout	share of synthesized area [%]
AND-OR/OR-AND	28	28	20.0
XOR/XNOR	7	7	6.16
adder cells (fa/ha/maj)	1	1	1.26
buffers and inverters	7	11	2.64
flip-flops	22	22	44.2
multiplexers	1	1	1.01
AND/OR/NAND/NOR	42	42	24.8
## worst max-delay path by stage
stage	endpoint	start	slack, ns
after CTS	Acc[14]	Acc[0]	1.28
after global routing	Acc[14]	Acc[0]	1.17
final	Acc[14]	Acc[0]	1.28
## routing by layer
| layer | up-vias | track usage [%] | wire (um) |
|---|---|---|---|
| met5 | - | 0 | 0 |
| met4 | 0 | 1.01 | 20 |
| met3 | 2 | 0.918 | 35 |
| met2 | 3 | 7.25 | 791 |
| met1 | 362 | 6.73 | 962 |
| li1 | 404 | - | - |
## critical path, cell delays in order (launching register included)
cell and delay [ns]:
dfxtp_1 0.37, inv_1 0.06, ha_1 0.21, and3b_2 0.31, o211ai_4 0.15, or4_1 0.50
a21oi_1 0.15
## layout make-up
type,count,area [um^2]
fill,480,3530
sequential,22,440
multi-input combinational,79,529
inverter,5,18.8
clock buffer,4,55.1
tap,54,67.6
timing repair buffer,2,20.0
No activity file was given, so power comes from the tool's default toggle rates.
