<file path="/design/flow/run.sh">
#!/bin/bash
# OpenROAD 26Q1-2900-gdf79404cd8, Yosys 0.63+post, stock flow scripts
make -C /OpenROAD-flow-scripts/flow DESIGN_CONFIG=/design/flow/config.mk WORK_HOME=/design/flow/orfs finish
</file>
<file path="/design/flow/config.mk">
export PLATFORM = sky130hd
export DESIGN_NAME = top
export DESIGN_NICKNAME = top
export VERILOG_FILES = /design/flow/design.v
export SDC_FILE = /design/flow/constraint.sdc
export NUM_CORES = 4
export LEC_CHECK = 1
export CORE_UTILIZATION = 30
</file>
<file path="/design/flow/constraint.sdc">
current_design top

set clk_period 3.0
set clk_io_pct 0.2

create_clock -name clk0 -period $clk_period [get_ports {clk}]

set non_clock_inputs [all_inputs -no_clocks]
set_input_delay [expr $clk_period * $clk_io_pct] -clock clk0 $non_clock_inputs
set_output_delay [expr $clk_period * $clk_io_pct] -clock clk0 [all_outputs]
</file>
<file path="/design/flow/design.v">
module Baud #
(
parameter				BPS_PARA = 5208  
)
(
input					clk_in,		 
input					rst_n_in,	 
input					bps_en,		 
output	reg				bps_clk		 
);	
reg				[12:0]	cnt;
always @ (posedge clk_in or negedge rst_n_in) begin
	if(!rst_n_in) 
		cnt <= 13'b0;
	else if((cnt >= BPS_PARA-1)||(!bps_en))  
		cnt <= 13'b0;						 
	else 
		cnt <= cnt + 13'b1;
end
always @ (posedge clk_in or negedge rst_n_in)
	begin
		if(!rst_n_in) 
			bps_clk <= 1'b0;
		else if(cnt == (BPS_PARA>>1)) 	 
			bps_clk <= 1'b1;	
		else 
			bps_clk <= 1'b0;
	end
endmodule
module MuxKeyInternal #(NR_KEY = 2, KEY_LEN = 1, DATA_LEN = 1, HAS_DEFAULT = 0) (
  output reg [DATA_LEN-1:0] out,
  input [KEY_LEN-1:0] key,
  input [DATA_LEN-1:0] default_out,
  input [NR_KEY*(KEY_LEN + DATA_LEN)-1:0] lut
);
  localparam PAIR_LEN = KEY_LEN + DATA_LEN;
  wire [PAIR_LEN-1:0] pair_list [NR_KEY-1:0];
  wire [KEY_LEN-1:0] key_list [NR_KEY-1:0];
  wire [DATA_LEN-1:0] data_list [NR_KEY-1:0];
  generate
    for (genvar n = 0; n < NR_KEY; n = n + 1) begin
      assign pair_list[n] = lut[PAIR_LEN*(n+1)-1 : PAIR_LEN*n];
      assign data_list[n] = pair_list[n][DATA_LEN-1:0];
      assign key_list[n]  = pair_list[n][PAIR_LEN-1:DATA_LEN];
    end
  endgenerate
  reg [DATA_LEN-1 : 0] lut_out;
  reg hit;
  integer i;
  always @(*) begin
    lut_out = 0;
    hit = 0;
    for (i = 0; i < NR_KEY; i = i + 1) begin
      lut_out = lut_out | ({DATA_LEN{key == key_list[i]}} & data_list[i]);
      hit = hit | (key == key_list[i]);
    end
    if (!HAS_DEFAULT) out = lut_out;
    else out = (hit ? lut_out : default_out);
  end
endmodule
module MuxKeyWithDefault #(NR_KEY = 2, KEY_LEN = 1, DATA_LEN = 1) (
  output [DATA_LEN-1:0] out,
  input [KEY_LEN-1:0] key,
  input [DATA_LEN-1:0] default_out,
  input [NR_KEY*(KEY_LEN + DATA_LEN)-1:0] lut
);
  MuxKeyInternal #(NR_KEY, KEY_LEN, DATA_LEN, 1) i0 (out, key, default_out, lut);
endmodule
module Reg #(WIDTH = 1, RESET_VAL = 0) (
  input clk,
  input rst,
  input [WIDTH-1:0] din,
  output reg [WIDTH-1:0] dout,
  input wen
);
  always @(posedge clk) begin
    if (rst) dout <= RESET_VAL;
    else if (wen) dout <= din;
  end
endmodule
module UartR1
(
input					clk,			 
input					rst,		 
output	reg				bps_en,			 
input					bps_clk,		 
input					rs232_rx,		 
output	reg		[7:0]	rx_data			 
);	
reg	rs232_rx0,rs232_rx1,rs232_rx2;	
always @ (posedge clk) begin
	if(rst) begin
		rs232_rx0 <= 1'b0;
		rs232_rx1 <= 1'b0;
		rs232_rx2 <= 1'b0;
	end else begin
		rs232_rx0 <= rs232_rx;
		rs232_rx1 <= rs232_rx0;
		rs232_rx2 <= rs232_rx1;
	end
end
wire	neg_rs232_rx = rs232_rx2 & rs232_rx1 & (~rs232_rx0) & (~rs232_rx);	
reg				[3:0]	num;			
always @ (posedge clk) begin
	if(rst)
		bps_en <= 1'b0;
	else if(neg_rs232_rx && (!bps_en))	 
		bps_en <= 1'b1;		
	else if(num==4'd9)		      		 
		bps_en <= 1'b0;			
end
reg				[7:0]	rx_data_r;
always @ (posedge clk) begin
	if(rst) begin
		num <= 4'd0;
		rx_data <= 8'd0;
		rx_data_r <= 8'd0;
	end else if(bps_en) begin	
		if(bps_clk) begin			
			num <= num+1'b1;
			if(num<=4'd8)
			rx_data_r[num-1]<=rs232_rx;	 
		end else if(num == 4'd9) begin	 
			num <= 4'd0;			
			rx_data <= rx_data_r;	
		end
	end
end
endmodule
module UartT (
    input wire                      clk,
    input wire                      rst,
    input wire[7:0]                 data_i,
    input wire                      en_i,
    output wire                     busy_o,
    output wire                     Tx_o
);
    parameter   BAUD_CNT_MAX = 16'd5208 + 16'd1;
    wire[7:0] data;
    wire reg_data_wen;
    Reg #(8, 8'd0) reg_data (clk, rst, data_i, data, reg_data_wen);
    assign reg_data_wen = (pre_state==4'b0) ? 1'b1 : 1'b0;
    wire[15:0] baud_counter_next;
    wire[15:0] baud_counter_next_t_Trans;
    wire[15:0] baud_counter_next_t_Default;
    wire[15:0] baud_counter;
    Reg #(16, 16'd0) reg_baud_counter (clk, rst, baud_counter_next, baud_counter, 1'b1);
    MuxKeyWithDefault #(1, 4, 16) mux_baud_counter_next (baud_counter_next, pre_state, baud_counter_next_t_Trans, {
        4'd0,                       baud_counter_next_t_Default
    });
    assign baud_counter_next_t_Default = (en_i==1'b1) ? 16'd1 : 16'd0;
    assign baud_counter_next_t_Trans = (baud_counter >= BAUD_CNT_MAX) ? 16'd0 : baud_counter + 16'b1;
    wire event_send_flag;
    assign event_send_flag = (baud_counter==BAUD_CNT_MAX) ? 1'b1 : 1'b0;
    wire[3:0] next_state;
    wire[3:0] pre_state;
    Reg #(4, 4'd0) reg_pre_state (clk, rst, next_state, pre_state, 1'b1);
    wire[3:0] next_state_t_Default;
    wire[3:0] next_state_t_Tran;
    wire[3:0] next_state_t_End;
    MuxKeyWithDefault #(2, 4, 4) mux_next_state (next_state, pre_state, next_state_t_Tran, {
        4'd0,                       next_state_t_Default,
        4'd10,                      next_state_t_End
    });
    assign next_state_t_Default = (en_i==1'b1) ? 4'd1 : 4'd0;
    assign next_state_t_Tran = (event_send_flag==1'b1) ? pre_state+4'd1 : pre_state;
    assign next_state_t_End = (event_send_flag==1'b1) ? (en_i==1'b1) ? 4'd1 : 4'd0 : pre_state;
    assign busy_o = (pre_state==4'd0) ? 1'd0 : 1'd1;
    MuxKeyWithDefault #(11, 4, 1) mux_Tx (Tx_o, pre_state, 1'b1, {
        4'd0,                       1'b1,
        4'd1,                       1'b0,
        4'd2,                       data[0],
        4'd3,                       data[1],
        4'd4,                       data[2],
        4'd5,                       data[3],
        4'd6,                       data[4],
        4'd7,                       data[5],
        4'd8,                       data[6],
        4'd9,                       data[7],
        4'd10,                      1'b1
    });
endmodule
module top(
	input clk,
	input rst, 
    output wire Tx_o, 
    output wire[7:0] data_o
);
    wire uart_busy;
    wire[7:0] send_data_next;
    wire[7:0] send_data;
    Reg #(8, 8'd0) reg_send_data (clk, rst, send_data_next, send_data, ~uart_busy);
    assign send_data_next = (send_data==8'd255) ? 8'd0 : send_data+8'd1;
    UartT uart0(
        .clk(clk),
        .rst(rst),
        .data_i(send_data),
        .en_i(~uart_busy),
        .busy_o(uart_busy),
        .Tx_o(Tx_o)
    );
    wire bps_en_rx;
    wire bps_clk_rx;
    UartR1 uart1(
        .clk(clk),
        .rst(rst),
        .bps_en(bps_en_rx),
        .bps_clk(bps_clk_rx),
        .rs232_rx(Tx_o),
        .rx_data(data_o)
    );
    Baud #(.BPS_PARA(5208)) baud0(
        .clk_in(clk),
        .rst_n_in(~rst), 
        .bps_en(bps_en_rx), 
        .bps_clk(bps_clk_rx)
    );
	initial begin
		$dumpfile("logs/vlt_dump.vcd");
		$dumpvars();
	end
endmodule
</file>
==> qor.txt <==
Tcrit/Tclk final: 93.5%
top-count cell post-synth: dfxtp_1
GRT Max-Usage Layer: met1
Routed wire per std cell: 11.5 um
clock power share: 48.6%
VDD IR max: 229 uV
DR DRC count: 0
Initial DRC Count: 137
tally of yosys warning messages: 11
top cells, area: dfxtp_1 32%, dfrtp_1 9.3%, ha_1 7.0%, nand2_1 5.2%, a21oi_1 4.5%
minimum clock period: 2.81 ns
worst slew pin tran: 0.644 ns
grt met1 use: 18.7%
Post-Syn Instances: 435
flip-flops with a built-in enable: 0
Syn-to-layout area delta: 16.8%
CTS buffer count: 9
FP Util: 31.1%
Startpoint Class: flip-flop
Clk Latency, worst-skew pair: 0.33 ns
Worst Skew: 0.00842 ns
Worst path slowest cell: clkdlybuf4s50_1
crit end category: output port
CTS sink cnt: 74
FP Rows: 40
GPL Wtd Cong: 0.824
yosys cell count: 435
chip area: 13000 um2
pre-CTS setup slack: 0.112 ns
Tool Warnings: 35
final worst slack: 0.194 ns
PortBufs: 10
max incr delay on CP: 0.48 ns
status: complete, no violations
diode count: 0
Fmax: 356 MHz
Max clock buf depth: 2
Die Wd: 114 um
Syn Area/Cell: 8.69 um2
Max Cap Violations: 0
power share of the combinational group: 3.1%
Fill cells: 1180
Tot GR Track Use: 12.0%
synth cell count leaders: 60 x dfxtp_1, 52 x nand2_1, 41 x nor2_1
Ports: 11
vias in the first global route: 2784
hold crit path type: reg -> reg
crit-path max FO: 6
root buf cell: clkbuf_16
Gate Area: 2110 um2
CP delay by family, top: buffers and inverters
Core Region: 12200 um2
final hold violations: 0
P_int: 1.63 mW
clk slew on worst S/H paths: 0.06 ns
DR pass1 iterations: 4
Static Leak: 1.59 nW
Post-DP HPWL: 4980 um
initial antenna violation count: 0
CP bufs+invs: 2
Post-synth ARST share: 18.9%
yosys stat area: 3780 um2
sequential area share after synthesis: 41.1%
first-pass GRT wire length: 12800 um
met2 usage: 18.3%
Unique cell types: 54
Total Wirelength: 7150 um
Setup Crit Path Kind: reg -> out
GR met3 Demand/Resource: 1.94%
Primary FF master, synth: dfxtp_1
Registers, synthesis: 74
Hold Buf Count CTS: 0
Post-Synthesis Cell Area: 3780 um2
Vias per Instance: 4.73
Remaining Overflow, GRT: 0
Top-area cell share: 31.8%
Flop area: 1550 um2
pwr/cell area: 475 nW/um2
max_slew headroom: 57.0%
setup violators final: 0
switching share of power: 22.0%
sequential share of power: 48.2%
share of post-route cells with drive strength above 1: 8.15%
CP cell instances: inv_1 > ha_1 > a22oi_1 > a32o_1 > nand4_1 > clkdlybuf4s50_1
TritonCTS clock tree: built
die height: 114 um
CTS H-tree depth: 3
worst hold slack: 0.456 ns
final antenna-violating net count: 0
fin. max-slew vios: 0
Via Count: 2941
crit path DRT: 2.40 ns
largest net degree at the start of global routing: 33
leading area contributor after synthesis: dfxtp_1
P_sw: 461 uW
CP arrival: 2.21 ns
## worst min-delay path, delay by kind of cell (launching register included)
| family | cells | cell delay [ns] |
|---|---|---|
| AOI/OAI and AO/OA | 1 | 0.05 |
| DFF | 1 | 0.31 |
| and+or+nand+nor | 1 | 0.05 |
## per-layer routing
layer / vias up / share of wire [%]
met1: 1372 / 53
met4: 0 / 1.1
li1: 1535 / -
met5: - / 0
met3: 8 / 2.6
met2: 26 / 43
## sequential cells by signal, indices dropped and copies added (netlist names), 4 cells and up
register,count
uart1.rx_data,8
uart0.reg_data.dout,8
reg_send_data.dout,8
uart0.reg_baud_counter.dout,16
uart0.reg_pre_state.dout,4
baud0.cnt,13
uart1.num,4
uart1.rx_data_r,8
## cell usage in the layout (no fill, tap or decap), drive strengths merged, types with 3 or more instances in the layout
cell type	count
conb	3
o21ai	13
nand3	17
xor2	16
buf	10
a211o	4
nor4	4
nand4	11
a21boi	3
nor3b	5
nand3b	4
and2	4
mux2i	11
ha	21
nor3	8
inv	23
nand2b	3
and3	5
nor4bb	5
nor2	41
nor2b	6
or3	7
dfrtp	14
or4	3
dfxtp	60
clkdlybuf4s50	10
a21oi	34
o211ai	3
nand2	52
xnor2	15
clkbuf	11
## final cells by class
| type | instances | area share [%] |
|---|---|---|
| multi-input cells | 323 | 47.7 |
| flip-flops and latches | 74 | 35.1 |
| repair buffers | 20 | 4.05 |
| well taps | 168 | 4.76 |
| clock buffers | 11 | 5.75 |
| inverters | 21 | 1.79 |
| clock inverters | 5 | 0.794 |
## kinds of logic after synthesis
family,Yosys count,share of synthesized area [%]
DFF,74,41.1
and+or+nand+nor,183,24.8
muxes,11,2.91
xor gates and xnor gates,31,7.68
other,1,0.0992
adders and majority gates,21,6.95
AOI/OAI and AO/OA,74,12.1
buffers and inverters,40,4.40
## path summary, 6_finish.rpt
kind	from	to	slack, ns	depth (start not counted)
max	uart0.reg_pre_state.dout[0]$_SDFFE_PP0P_	Tx_o	0.19	6
min	uart0.reg_data.dout[5]$_SDFFE_PP0P_	uart0.reg_data.dout[5]$_SDFFE_PP0P_	0.46	2
max reg2reg	uart1.num[0]$_SDFFE_PP0P_	uart1.rx_data_r[3]$_SDFFE_PP0P_	0.21	12
min reg2reg	uart0.reg_data.dout[5]$_SDFFE_PP0P_	uart0.reg_data.dout[5]$_SDFFE_PP0P_	0.46	2
max in group asynchronous	rst	baud0.cnt[10]$_DFF_PP0_	2.03	3
min in group asynchronous	rst	baud0.cnt[1]$_DFF_PP0_	0.73	3
## per-stage QoR
stage | cell area (um2) | power (mW) | TNS, ns | utilization [%] | std cells
final | 4410 | 2.10 | 0 | 36.3 | 622
after global routing | 4410 | 2.18 | -0.0152 | 36.3 | 622
after CTS | 4370 | 2.12 | 0 | 35.9 | 621
after detailed placement | 4080 | 1.10 | 0 | 33.5 | 605
after global placement | 4080 | 1.10 | 0 | 33.5 | 605
after floorplan | 3790 | 1.08 | 0 | - | 437
## power by group through the flow
stage | clock network (mW) | registers (mW) | logic [mW]
6_report | 1.02 | 1.01 | 0.0660
5_1_grt | 1.09 | 1.01 | 0.0770
4_1_cts | 1.05 | 1.01 | 0.0673
## timing repair
| action | 4_1_cts | 5_1_grt |
|---|---|---|
| gates resized | 0 | 11 |
| endpoints found under the setup margin | 0 | 7 |
| hold endpoints to repair | 0 | 0 |
| setup buffers | 0 | 1 |
Power and IR drop assume default switching activity.
